### /design/flow/run.sh
#!/bin/bash
# OpenROAD 26Q1-2900-gdf79404cd8, Yosys 0.63+post, stock flow scripts
make -C /OpenROAD-flow-scripts/flow DESIGN_CONFIG=/design/flow/config.mk WORK_HOME=/design/flow/orfs finish
### /design/flow/config.mk
export PLATFORM = sky130hd
export DESIGN_NAME = PE_controller
export DESIGN_NICKNAME = PE_controller
export VERILOG_FILES = /design/flow/design.v
export SDC_FILE = /design/flow/constraint.sdc
export NUM_CORES = 4
export LEC_CHECK = 1
export CORE_AREA = 10 10 77 77
export DIE_AREA = 0 0 87 87
### /design/flow/constraint.sdc
current_design PE_controller

set clk_period 1.7
set clk_io_pct 0.2

create_clock -name clk0 -period $clk_period [get_ports {clk}]

set non_clock_inputs [all_inputs -no_clocks]
set_input_delay [expr $clk_period * $clk_io_pct] -clock clk0 $non_clock_inputs
set_output_delay [expr $clk_period * $clk_io_pct] -clock clk0 [all_outputs]
### /design/flow/design.v
`timescale 1ns / 1ps
module PE_controller(
    input clk,
    input wire [3:0]write_w_to_PE_ctr,       
    input wire [3:0]write_a_to_PE_ctr,       
    input wire [2:0]state,                   
    input wire done_GB,                      
    output wire write_w_PE,                  
    output wire write_a_PE,                  
    output wire shift,                       
    output wire comp,                        
    output reg clear,                        
    output reg [2:0]write_idx,               
    output reg [2:0]comp_idx                 
    );
    reg [3:0]ctr;        
    reg [3:0]last_ctr;   
    assign write_w_PE = (state == 3 && write_w_to_PE_ctr < 8);                           
    assign write_a_PE = ((state == 4 && write_a_to_PE_ctr < 8) || (state == 5));         
    assign shift = (state == 6);                                                         
    assign comp = ((state == 4 && last_ctr != write_a_to_PE_ctr) || (state == 5 && (ctr < 7 || done_GB)));   
    initial begin
        ctr = 0;
        last_ctr = 0;
    end
    always@(*)begin
        if(state == 3) begin
            if(write_w_to_PE_ctr < 8) begin
                write_idx = write_w_to_PE_ctr;
            end
            else begin
                write_idx = 0;
            end
        end
        else if(state == 4) begin
            if(write_a_to_PE_ctr > 0) begin
                comp_idx = write_a_to_PE_ctr - 1;
            end
            else begin
                comp_idx = 0;
            end
            if(write_a_to_PE_ctr < 8) begin
                write_idx = write_a_to_PE_ctr;
            end
            else begin
                write_idx = 0;
            end
        end
        else if(state == 5) begin
            write_idx = 7;
            if(ctr < 7) begin
                comp_idx = ctr;
            end
            else if(done_GB) begin
                comp_idx = 7;
            end
            else begin
                comp_idx = 0;
            end
        end
        else begin
            write_idx = 0;
            comp_idx = 0;
        end
    end
    always@(posedge clk)begin
        if(state == 4)begin
            last_ctr <= write_a_to_PE_ctr;      
        end
        else if(state == 5)begin
            if(ctr < 8)begin
                ctr <= ctr +1;
            end
        end
        else if(state == 6)begin
            ctr <= 0;
        end
        if(state == 7 && done_GB)begin
            clear <= 1;
        end
        else begin
            clear <= 0;
        end
    end
endmodule
==> Changelog: implementation <==
## Flow update

* Wire length per cell at around 11 um
* # Cells Yosys at 64
* Port Buffer Count at 23
* VDD IR max at between 300 and 400 uV
* Hold_buf cts at 0
* Worst slew margin at 0.845
* Reg clk slew, reported paths at 0.04 ns
* Worst hold path type: in -> reg
* Async SR Flop Fraction at 0
* Initial DRT Pass Iterations at 4
* Cycle use final at 0.952
* Fp util at 0.148
* MaxCap Viol Count at 0
* Vias per cell at 3.85
* Critical-path maximum fanout at 5
* Horiz. Die Dim at 87 um
* Ys Warns at 1
* Final core utilization at 0.274
* Largest cells by area: edfxtp_1, nor2_1, dlxtn_1, xor2_1, mux2i_1
* Final hold violation count at 0
* Clk ins delay skew pair at between 0.2 and 0.25 ns
* Vias in the first global route at 671
* Core box area at 0.00435 sq mm
* CP Launch Type: primary input
* CTS root buffer: clkbuf_8
* Max-slew violation count at 0
* Number of diodes at 0
* Synth Cell Area at 644 sq um
* Min Tclk post-route at between 1.5 and 2 ns
* FMAX at 618 MHz
* Area delta synth->final at 85.0%
* PD cells at 553 mW/mm^2
* Crit-path slowest cell: clkdlybuf4s50_1
* Worst Path Arrival at 1.28 ns
* Largest net degree at the start of global routing at 6
* Finish-stage setup viols at 0
* # DRC at 0
* Row count at 24
* Initial antenna violation count at 0
* I/O Pins at 24
* Hold WS at 0.369 ns
* Tool warnings at 25
* Total Routing Usage GR at 0.0513
* Dominant register cell: edfxtp_1
* Clock skew at approximately 0.000074 ns
* Setup crit start: state[1]
* First-pass GRT wire length at 3190 um
* Place WS at -0.589 ns
* Synth area leader: edfxtp_1
* Post-Syn Instances at 64
* Chip area at approximately 0.0076 sq mm
* Final WL at 1930 um
* Chip Area, Yosys at 644 sq um
* Syn Area/Cell at 10.1 sq um
* Worst reg2reg startpoint: ctr[0]$_SDFFCE_PN0P_
* Share of cells above drive strength 1 at 0.405
* P_leak at 0.000523 uW
* Die y size at 87 um
* TNS Setup at 0 ns
* CP cell instances: buf_2 -> and2b_2 -> o21ai_4 -> inv_1 -> clkdlybuf4s50_1
* Register pins left without a clock at 3
* CTS tree: built
* Cell Type Count at 24
* Registers, synthesis at 12
* Outcome: complete, no violations
* CP max stage delay at 0.45 ns
* ANT nets after route at 0
* Total power at between 600 and 700 uW
* Worst Path Required at 1.36 ns
* Endpoints left unconstrained at 6
* Post-DP HPWL at ~1500 um
* Final setup margin at between 0.08 and 0.09 ns
* H-Tree Depth at 1
* Worst Setup Path Type: in -> out
* Initial DRC Count at 10
* Worst Tran Pin Value at 0.231 ns
* Crit path capture type: output pin
* CTS Buffer Depth at 2
* Top cell area share at 0.373
* Gpl congestion at 0.816
* Hold wc startpoint: write_a_to_PE_ctr[3]
* Cts bufs inserted at 3
* Post-synth EDFFs at 8
* Grt ovf at 0
* Vias at 646
-- Yosys cell counts (2+ instances only) --
master,n
nor2_1,12
edfxtp_1,8
xor2_1,5
mux2i_1,4
dlxtn_1,3
inv_1,3
nand2_1,3
o21ai_0,3
o2bb2ai_1,3
a21oi_1,2
and2_1,2
and3b_1,2
nor2b_1,2
o22ai_1,2
-- cells by family (layout without fill, tap and decap cells) --
family | count (synthesis) | after routing | share of synthesized area
buf+inv | 3 | 55 | 0.0175
simple gates | 27 | 27 | 0.221
compound gates | 11 | 11 | 0.124
fa+ha+maj | 1 | 1 | 0.0194
latches | 3 | 3 | 0.0699
flops | 9 | 9 | 0.404
mux | 4 | 4 | 0.0621
xor+xnor | 6 | 6 | 0.0816
-- where the power goes --
part	leakage (uW)	internal (uW)	total, uW	switching, uW
combinational	0.000394	90.6	157	66.7
sequential	0.000106	255	259	4.12
clock	0.0000228	163	243	80.1
total	0.000523	508	659	151
-- registers in the layout, indices dropped and copies added, names as in the netlist --
register,cells
comp_idx,3
clear,1
last_ctr,4
ctr,4
-- area by class of cell --
type / instances / area (sq um)
flip-flops and latches: 12 / 305
fillers: 432 / 3160
clock buffers: 4 / 45.0
multi-input cells: 49 / 372
repair buffers: 48 / 394
well taps: 52 / 65.1
inverters: 3 / 11.3
-- placed cells by master, fill, tap and decap left out, types with 2 or more instances in the layout --
| cell type | n |
|---|---|
| edfxtp_1 | 8 |
| o22ai_1 | 2 |
| nor2_2 | 3 |
| buf_2 | 2 |
| dlxtn_1 | 3 |
| buf_6 | 3 |
| nor2_1 | 9 |
| clkdlybuf4s50_1 | 10 |
| clkbuf_8 | 3 |
| mux2i_1 | 4 |
| clkbuf_2 | 3 |
| dlygate4sd2_1 | 8 |
| nand2_1 | 3 |
| xor2_1 | 5 |
| inv_1 | 3 |
| o2bb2ai_1 | 3 |
| buf_4 | 22 |
| and2_1 | 2 |
| nor2b_1 | 2 |
-- critical path, delay by kind of cell --
| kind | cells | cell delay (ns) |
|---|---|---|
| buffers and inverters | 3 | 0.62 |
| AND-OR/OR-AND | 1 | 0.07 |
| AND/OR/NAND/NOR | 1 | 0.25 |
-- routing by layer --
layer,vias up,track usage,share of wire
li1,333,-,-
met1,292,0.0691,0.48
met5,-,0,0
met3,2,0.0226,0.079
met4,0,0.00589,0.0062
met2,19,0.0766,0.44
-- metrics by stage --
| stage | cell area (sq um) | std cells |
|---|---|---|
| 2_1_floorplan | 644 | 64 |
| 3_3_place_gp | 1070 | 157 |
| 3_5_place_dp | 1070 | 157 |
| 4_1_cts | 1190 | 167 |
| 5_1_grt | 1190 | 168 |
| 6_report | 1190 | 168 |
-- final timing paths --
check	end	slack, ns	cells after the start
worst max register to register	ctr[3]$_SDFFCE_PN0P_	0.33	6
worst min register to register	ctr[1]$_SDFFCE_PN0P_	0.71	2
worst max-delay path	write_a_PE	0.08	5
worst min-delay path	last_ctr[3]$_DFFE_PP_	0.37	1
-- what timing repair did --
action,CTS,global route
hold endpoints to repair,0,0
setup endpoints to repair,7,5
gates resized,36,6
pin swaps,6,3
buffers inserted,7,1
Power figures rest on the tool's default switching activity, not on a simulated workload.
